==> run.sh <==
#!/bin/bash
# OpenROAD 26Q1-2900-gdf79404cd8, Yosys 0.63+post, stock flow scripts
make -C /OpenROAD-flow-scripts/flow DESIGN_CONFIG=/design/flow/config.mk WORK_HOME=/design/flow/orfs finish
==> config.mk <==
export PLATFORM = sky130hd
export DESIGN_NAME = VideoGen
export DESIGN_NICKNAME = VideoGen
export VERILOG_FILES = /design/flow/design.v
export SDC_FILE = /design/flow/constraint.sdc
export NUM_CORES = 4
export LEC_CHECK = 1
export CORE_UTILIZATION = 40
==> constraint.sdc <==
current_design VideoGen

set clk_period 5.0
set clk_io_pct 0.2

create_clock -name clk0 -period $clk_period [get_ports {CLK}]

set non_clock_inputs [all_inputs -no_clocks]
set_input_delay [expr $clk_period * $clk_io_pct] -clock clk0 $non_clock_inputs
set_output_delay [expr $clk_period * $clk_io_pct] -clock clk0 [all_outputs]
==> design.v <==
`timescale 1ns / 1ps
module VideoGen(
    input CLK,
    input RST,
    output reg[23:0] data_out,
    output reg hsync_out,
    output reg vsync_out,
    output reg de_out,
    input  [3:0]sw,
    output reg [3:0] led,
    output [31:0] delayclock_out,
    input   sensor_in,
    input   cleardata_in,
    input start_in,
    output reg done_out
    );
reg flg;
reg count_en;
reg[31:0] delayCounter;
reg[11:0] CounterX;
reg[10:0] CounterY;
assign delayclock_out = delayCounter;
always @(posedge CLK)begin
    if(RST)begin
        CounterX <= 12'h0;
    end
    if(!RST)begin
        CounterX <= (CounterX==2200) ? 0 : CounterX+1;
    end
end
always @(posedge CLK)begin
    if(RST)begin
        CounterY <= 11'h0;
    end
    if(!RST)begin
        if(CounterX==2200) CounterY <= (CounterY==1125) ? 0 : CounterY+1;
    end
end
always @(posedge CLK) begin
    if(RST)begin
        flg <= 0;
        delayCounter <= 0;
        data_out <= 0;
        led <= 4'h0;
        count_en <= 0;
        done_out <= 0;
    end else begin
        if(start_in==1)begin
            count_en <= 1;
            led <= led | 4'b0001;
        end
        if(count_en==1 && CounterX==0 && CounterY==0)begin
            flg <= 1;
        end
        if(flg==1) begin
            data_out <= 24'hffffff;
            delayCounter <= delayCounter+1;
            led <= led | 4'b0010;
        end else if(sw[2:0]>0)begin
            data_out <= ({24{sw[0]}} & 24'h0000FF) | ({24{sw[1]}} & 24'h00FF00) |({24{sw[2]}} & 24'hFF0000);
        end else begin
            data_out <= 24'h000000;
        end
        if(sensor_in==1)begin
            flg <= 0;  
            count_en <= 0;
            led <= led | 4'b0100;
            done_out <= 1;
        end
        if(cleardata_in==1)begin
            flg <= 0;
            delayCounter <= 0;
            count_en <= 0;
            led <= 0;
            done_out <= 0;
        end
    end
end
always @(posedge CLK)begin
    if((CounterX>=2008) && (CounterX<2052))
        hsync_out <= 1'b1;
    else
        hsync_out <= 1'b0;
end
always @(posedge CLK)begin
    if((CounterY>=1084) && (CounterY<1089))
        vsync_out <= 1'b1;
    else
        vsync_out <= 1'b0;
end
always @(posedge CLK)begin
    if((CounterX<1920) && (CounterY<1080))
        de_out <= 1'b1;
    else
        de_out <= 1'b0;
end
endmodule
==> reports/qor.log <==
INFO  logic_synthesis synth.yosys.num_cells=395
INFO  routing        antennaDiodeCount=0
INFO  layout         n_fill_cell=774
INFO  power          seq_power_share=52.4%
INFO  place          place_area=0.00395mm2
INFO  critical_path  rr_startpoint=CounterX[9]
INFO  place          place.gp.congestion=0.870
INFO  logic_synthesis ys_async_sr_fraction=0%
INFO  outcome        outcome=completed
INFO  clock_tree     post-cts-setup-buffer-count=0
INFO  logic_synthesis ys_seq_share=39.8%
INFO  routing        drt_pre_antenna_iters=4
INFO  critical_path  cp.arrival=3.01ns
INFO  timing         finalHoldViolations=0
INFO  power          p_per_area=250mW/mm2
INFO  clock_tree     clk_transition_reported_paths=0.07ns
INFO  routing        routed_wl=7.47mm
INFO  routing        routed-via-count=2977
INFO  critical_path  worstRegToRegCells=4
INFO  layout         synthToLayoutAreaGrowth=23.1%
INFO  layout         final_design_area_no_fill=0.00415mm2
INFO  timing         final.setup.tns=0ns
INFO  global_route   pin_count_of_the_biggest_net_entering_global_routing=36
INFO  clock_tree     ctsResizeCount=0
INFO  layout         drive_gt1_share=5.66%
INFO  place          io_buffer_count=70
INFO  logic_synthesis netlist_top_cells_area=sky130_fd_sc_hd__dfxtp_1 40%, sky130_fd_sc_hd__buf_4 5.3%, sky130_fd_sc_hd__nor2_1 5.0%
INFO  critical_path  reg2reg_to=CounterY[10]
INFO  layout         lay_top_cells=70 x sky130_fd_sc_hd__clkdlybuf4s50_1, 67 x sky130_fd_sc_hd__dfxtp_1, 45 x sky130_fd_sc_hd__nor2_1
INFO  hold_path      holdCritStartpoint=CounterX[0]
INFO  die            die_span_in_y=93.8um
INFO  global_route   gr-total-overflow=0
INFO  power          power.ir.vdd_worst=0.000162V
INFO  logic_synthesis synth-edff-count=0
INFO  logic_synthesis post_synth.cell_area_avg=8.53um2
INFO  layout         final_common_cell=sky130_fd_sc_hd__clkdlybuf4s50_1
INFO  die            placement_rows=33
INFO  timing         finClkSkew=0.00704ns
INFO  routing        vias_per_cell=5.44
INFO  clock_tree     clock_insertion_delay_worst_skew=0.34ns
INFO  power          internal-power=808uW
INFO  clock_tree     clk_root_buffer_cell=sky130_fd_sc_hd__clkbuf_8
INFO  timing         fmax=0.363GHz
INFO  clock_tree     cts_inserted_buffers=9
INFO  die            io-pin-count=73
INFO  logic_synthesis ys.flops=67
INFO  power          power.clock.fraction=43.1%
INFO  global_route   grt_pass1_vias=2669
INFO  logic_synthesis synth.yosys.chip_area=0.00337mm2
INFO  hold_path      timing.hold.worst.class=reg2reg
INFO  global_route   grt_util_all_layers=18.0%
INFO  power          p_sw=228uW
INFO  die            coreArea=0.00818mm2
INFO  die            initial_utilization=41.2%
INFO  critical_path  critical_path.endpoint=CounterY[10]
INFO  power          power.leakage=1.34nW
INFO  timing         rsz0062_at_grt=false
INFO  logic_synthesis netlist.area_leader.share=39.8%
INFO  timing         finalCritPeriodShare=55.1%
INFO  logic_synthesis yosys.cell_types.count=48
INFO  timing         worst_slew_pin_slew=0.864ns
INFO  critical_path  start_kind=input pin
INFO  global_route   first_pass_grt_wire_length=12.8mm
INFO  critical_path  setup.worst_path.end_class=flip-flop
INFO  critical_path  timing.critical_path.required=5.25ns
INFO  run            tool_warnings=29
INFO  logic_synthesis ys_dominant_reg_cell=sky130_fd_sc_hd__dfxtp_1
INFO  routing        routed_wire_length_per_instance=13.7um
INFO  clock_tree     cts-hold-fix-buffers=0
INFO  routing        postRouteAntennaNets=0
INFO  routing        drt_drc_violations_left=0
INFO  power          swShare=22.0%
INFO  clock_tree     clock_path_buffers=2
INFO  power          combinational_power_share=4.5%
INFO  clock_tree     cts_num_sinks=67
INFO  clock_tree     cts.htree.levels=3
INFO  logic_synthesis cells_after_synthesis=395
INFO  clock_tree     tritoncts=built
INFO  logic_synthesis synth_area_leader_cell=sky130_fd_sc_hd__dfxtp_1
INFO  timing         slew_viol_final=0
INFO  routing        dr.first_iter.drc_count=173
INFO  logic_synthesis mapped_area=0.00337mm2
INFO  timing         finalSetupViolCount=0
INFO  die            die_area=0.00879mm2
INFO  critical_path  crit_path_start=RST
INFO  critical_path  criticalPathCategory=in2reg
INFO  timing         finalCriticalPeriod=2.76ns
INFO  die            width_of_the_chip=93.8um
INFO  place          detailed_place_hpwl=5.16mm
INFO  critical_path  rrSetupSlack=2.77ns
INFO  critical_path  worst-path-max-fanout=17
INFO  run            maxCapViolCount=0
INFO  global_route   antenna_found_initial=0
INFO  timing         max-slew-margin-rel=42.0%
INFO  logic_synthesis yosys_warnings=1
-- power by group through the flow --
stage / sequential (mW) / clock [mW] / combinational [mW]
5_1_grt: 0.544 / 0.481 / 0.0523
6_report: 0.543 / 0.446 / 0.0470
4_1_cts: 0.543 / 0.460 / 0.0477
-- cell usage after synthesis, types with 2 or more instances --
cell	count
sky130_fd_sc_hd__nor3b_1	2
sky130_fd_sc_hd__nand4_1	12
sky130_fd_sc_hd__clkbuf_1	9
sky130_fd_sc_hd__buf_4	24
sky130_fd_sc_hd__a41oi_1	3
sky130_fd_sc_hd__nor2_1	45
sky130_fd_sc_hd__o2111ai_1	2
sky130_fd_sc_hd__a41o_1	5
sky130_fd_sc_hd__a31oi_1	14
sky130_fd_sc_hd__or2_2	2
sky130_fd_sc_hd__inv_1	12
sky130_fd_sc_hd__nand3_1	31
sky130_fd_sc_hd__dfxtp_1	67
sky130_fd_sc_hd__xnor2_1	11
sky130_fd_sc_hd__o41ai_1	2
sky130_fd_sc_hd__or3_1	9
sky130_fd_sc_hd__o221ai_1	3
sky130_fd_sc_hd__or4_4	2
sky130_fd_sc_hd__nor4_1	5
sky130_fd_sc_hd__nor4_2	2
sky130_fd_sc_hd__mux2i_1	3
sky130_fd_sc_hd__nand3b_1	4
sky130_fd_sc_hd__or4_1	15
sky130_fd_sc_hd__nor3_1	6
sky130_fd_sc_hd__ha_1	6
sky130_fd_sc_hd__nand2_1	24
sky130_fd_sc_hd__o31ai_1	10
sky130_fd_sc_hd__buf_2	5
sky130_fd_sc_hd__a21oi_1	19
sky130_fd_sc_hd__xor2_1	9
sky130_fd_sc_hd__and4_1	6
sky130_fd_sc_hd__o21ai_0	4
sky130_fd_sc_hd__and3_1	6
sky130_fd_sc_hd__o311ai_1	2
-- metal layers --
layer  GRT usage [%]  wire (um)
met5               0          0
met4            3.46        131
met3            2.39        312
met2            27.1       3200
met1            28.3       3830
-- cell type report --
type	instances	area (um2)	area share (%)
timing repair buffer	71	708	17.1
clock buffer	11	141	3.41
inverter	13	48.8	1.18
clock inverter	5	52.6	1.27
tap	105	131	3.17
multi-input combinational	275	1720	41.6
sequential	67	1340	32.3
-- critical path, stage by stage --
cell and delay, ns:
sky130_fd_sc_hd__clkdlybuf4s50_1 0.61, sky130_fd_sc_hd__nand3b_1 0.30, sky130_fd_sc_hd__nor4_4 0.67, sky130_fd_sc_hd__nand2_1 0.23, sky130_fd_sc_hd__o221ai_1 0.19
-- per-stage QoR --
step                worst slack [ns]  total power, mW  util (%)  hold WS (ns)  std cells
finish                          2.24             1.04      50.7         0.468        547
global route                    2.11             1.08      50.7         0.515        547
CTS                             2.26             1.05      50.7         0.472        547
detailed placement              1.89            0.603      48.4         0.457        531
global placement                1.92            0.603      48.4         0.446        531
floorplan                       2.93            0.584         -         0.411        395
-- how the worst min path moves through the flow --
stage,to,slack [ns],cells after the start
4_1_cts,CounterX[0],0.47,1
5_1_grt,CounterX[0],0.51,1
6_report,CounterX[0],0.47,1
-- sequential cells by signal (all words and copies together), names as in the netlist --
signal	count
CounterX	12
CounterY	11
count_en	1
data_out	3
de_out	1
delayCounter	32
done_out	1
flg	1
hsync_out	1
led	3
vsync_out	1
-- logic make-up (layout without fill, tap and decap cells) --
family                   count (synthesis)  count (layout)  share of synthesized area, %
AND-OR/OR-AND                           66              66                          13.2
AND/OR/NAND/NOR                        179             179                          29.5
adder cells (fa/ha/maj)                  6               6                          2.23
flip-flops                              67              67                          39.8
multiplexers                             3               3                         0.892
XOR/XNOR                                20              20                          5.20
other                                    1               1                         0.111
buffers and inverters                   53             100                          8.99
Power is estimated from default activity; no workload was simulated.
